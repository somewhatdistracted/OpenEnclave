==> /design/flow/design.v <==
module wishbone_ctl #
(
    parameter OPCODE_ADDR = 32'h30000000
)
(
    input        wb_clk_i,
    input        wb_rst_i,
    input        wbs_stb_i,
    input        wbs_cyc_i,
    input        wbs_we_i,
    input [3:0]  wbs_sel_i,
    input [31:0] wbs_dat_i,
    input [31:0] wbs_adr_i,
    input [31:0] wishbone_output,
    output        config_en,    
    output [31:0] wishbone_data,
    output [31:0] wishbone_addr,
    output        wb_read_req,
    output        wb_write_req,
    output        wbs_ack_o,
    output [31:0] wbs_dat_o
);
  reg [31:0] wbs_reg_i;
  reg [31:0] wbs_reg_o;
  reg [31:0] wbs_reg_addr;
    wire wbs_req = wbs_stb_i & wbs_cyc_i;
    reg ack_o;
    always@(posedge wb_clk_i) begin
        if (wb_rst_i) ack_o <= 1'b0;
        else          ack_o <= wbs_req;  
    end
    wire wbs_req_write = (ack_o) & wbs_req & (wbs_we_i );
    wire wbs_req_read  = (ack_o) & wbs_req & (~wbs_we_i);
    always@(posedge wb_clk_i) begin
        wbs_reg_addr = wbs_adr_i;
        if (wb_rst_i)
            wbs_reg_i <= 32'd0;
        else if (wbs_req_write)
	    wbs_reg_i <= wbs_dat_i;
    end
    always@(negedge wb_clk_i) begin
        if (wb_rst_i)
            wbs_reg_o <= 32'd0;
        else if (wbs_req_read)
            wbs_reg_o <= wishbone_output;
    end
assign config_en               = wbs_req & (wbs_adr_i == OPCODE_ADDR);
assign wbs_ack_o               = ack_o;
assign wbs_dat_o               = wbs_req_read ? wishbone_output : 32'd0;
assign wishbone_data           = wbs_reg_i;
assign wishbone_addr           = (wbs_reg_addr - 32'h30000004) >> 2;
assign wb_read_req             = wbs_req_read;
assign wb_write_req            = wbs_req_write;
endmodule
==> /design/flow/run.sh <==
#!/bin/bash
# OpenROAD 26Q1-2900-gdf79404cd8, Yosys 0.63+post, stock flow scripts
make -C /OpenROAD-flow-scripts/flow DESIGN_CONFIG=/design/flow/config.mk WORK_HOME=/design/flow/orfs finish
==> /design/flow/config.mk <==
export PLATFORM = sky130hd
export DESIGN_NAME = wishbone_ctl
export DESIGN_NICKNAME = wishbone_ctl
export VERILOG_FILES = /design/flow/design.v
export SDC_FILE = /design/flow/constraint.sdc
export NUM_CORES = 4
export LEC_CHECK = 1
export CORE_AREA = 10 10 130 130
export DIE_AREA = 0 0 140 140
==> /design/flow/constraint.sdc <==
current_design wishbone_ctl

set clk_period 8.3
set clk_io_pct 0.2

create_clock -name clk0 -period $clk_period [get_ports {wb_clk_i}]

set non_clock_inputs [all_inputs -no_clocks]
set_input_delay [expr $clk_period * $clk_io_pct] -clock clk0 $non_clock_inputs
set_output_delay [expr $clk_period * $clk_io_pct] -clock clk0 [all_outputs]
==> qor.yml <==
drive_above_1_share_pct: 4.50
yosys_most_used_dff: "dfxtp_1"
place_hpwl_um: 8640
synth_seq_share_pct: 48.9
finalSetupViolCount: 0
grt_pass1_wl_um: 16500
ir_drop_v: 0.0000755
r2r-start: "ack_o$_SDFF_PP0_"
largest_area_cell: "dfxtp_1"
cp_num_buf_inv: 2
cts_root_buffer: "clkbuf_16"
grt_use_total_pct: 10.4
logic_family: "simple AND/OR/NAND/NOR gates"
status: "completed"
cts_inserted_buffers: 9
fillCellCount: 1410
cts_resized: 0
syn_inst: 311
htreeDepth: 3
top_cell: "nand2_1"
netlist_top_cells_count: "nand2_1, dfxtp_1, and2_1"
gr-total-overflow: 0
yosys_warnings: 1
wl_per_cell_um: 15.2
slew-limit-headroom_pct: 60.3
rows: 43
ys_sh_xor_pct: 7.46
netlist_area_um2: 2580
path_class: "in -> out"
top_cell_area_share_pct: 48.9
crit_path_start_kind: "input port"
worst_pin_slew_ns: 0.590
critPathTopFamily: "buffers and inverters"
gp_congestion: 0.816
finalHoldViolations: 0
core_area_um2: 14000
edf_count: 0
dieArea_um2: 19600
clk_path_buf_depth: 2
cts.sinks: 63
aoi_share_pct: 8.68
synth_cell_types: 29
ys_cells: 311
grt_pass1_vias: 2953
antennaDiodeCount: 0
dr_total_vias: 2815
p_per_area_nw_per_um2: 159
synth.cellmix.simpleShare_pct: 30.7
crit_required_ns: 6.64
min_to: "wbs_reg_i[30]$_SDFFE_PP0P_"
skew_ns: 0.00478
reg2reg_to: "wbs_reg_i[9]$_SDFFE_PP0P_"
drv_slew: 0
firstDrtPassIters: 4
endpoint_kind: "output port"
async_reset_ff_share_pct: 0
crit_arrival_ns: 3.47
post_cts_buffers: 0
drv_cap: 0
cts_tree: "yes"
rrSetupSlack_ns: 7.06
avgViaCountPerCell: 4.07
hp-start: "wbs_reg_i[30]$_SDFFE_PP0P_"
period_minus_slack_ns: 5.13
drtIter0Drc: 76
synthAdderAreaFrac_pct: 0.485
tool_warnings: 29
dieHeight_um: 140
cpPeakStageDelay_ns: 0.55
io_buffers: 198
grt_antenna_before_repair: 0
clk_latency_ns: 0.33
rsz0062_at_grt: "false"
max_freq_mhz: 195
r2r_cells: 5
p_leak_nw: 1.83
finalSetupTns_ns: 0
path_clk_slew_ns: 0.05
fp_util_pct: 18.5
yosys_area_um2: 2580
wl_um: 10500
worstHoldPathCells: 2
holdBufCountCts: 0
ys.flops: 63
drc: 0
avgSynthCellArea_um2: 8.30
synthToLayoutAreaGrowth_pct: 96.2
grt_max_degree: 34
chipWidth_um: 140
hold_path_class: "reg -> reg"
ys_top_cells_by_area: "dfxtp_1, nand2_1, and2_1, a21oi_1, xor2_1"
critPathMaxFanout: 2
fin_util_pct: 36.2
io_pins: 205
worst_path_max_delay_cell: "clkdlybuf4s50_1"
period_used_pct: 61.8
mux_area_share_pct: 0
ant_nets: 0
worstPathCellList: "clkdlybuf4s50_1, nor4_1, nand4_1, nor4_1, clkdlybuf4s50_1"
## stage by stage
step           hold WS [ns]  total power [mW]  setup slack, ns  instance area [um2]  std cells
2_1_floorplan         0.422             0.339             4.21                 2580        312
3_3_place_gp          0.442             0.416             3.06                 4750        676
3_5_place_dp          0.446             0.417             3.09                 4750        676
4_1_cts               0.453             0.820             3.09                 5060        691
5_1_grt               0.471             0.842             2.96                 5060        691
6_report              0.451             0.806             3.17                 5060        691
## layout by cell type (no fill, tap or decap), types with 3 or more instances in the layout
master,synthesis,final
clkdlybuf4s50_1,0,198
nand2_1,77,77
dfxtp_1,63,63
and2_1,34,34
a21oi_1,32,32
xor2_1,17,17
nor4_1,13,13
nor3_1,10,10
nor2_1,9,9
clkbuf_16,0,9
inv_1,5,5
xnor2_1,5,5
or4_1,4,4
buf_4,2,4
nand4_1,3,3
o21ai_0,3,3
o31ai_1,3,3
## logic make-up (layout without fill, tap and decap cells)
| family | after synthesis | after routing |
|---|---|---|
| flops | 63 | 63 |
| buf+inv | 23 | 222 |
| other cells | 1 | 2 |
| xor+xnor | 22 | 22 |
| simple gates | 160 | 160 |
| fa+ha+maj | 1 | 1 |
| compound gates | 41 | 41 |
## tightest hold or removal path, cell delays in order, from the launching register on
cell     delay, ns
dfxtp_1       0.30
nand2_1       0.05
a21oi_1       0.05
## sequential cells by signal, summed over array words and instances, names as in the netlist
name          cells
ack_o             1
wbs_reg_i        32
wbs_reg_addr     30
## power by group
part           internal [mW]  switching, mW
logic                 0.0674         0.0226
registers              0.312        0.00781
clock network          0.268          0.128
## per-layer routing
layer	track usage (%)	wire length, um	part of all wire, %	up-vias
met3	7.40	1660	16	11
met1	11.5	4120	39	1222
li1	-	-	-	1421
met5	0	0	0	-
met4	1.47	168	1.6	0
met2	16.3	4580	44	161
## worst max path at each step
stage / from / end / slack [ns] / depth (start not counted)
4_1_cts: wbs_adr_i[24] / config_en / 3.09 / 5
5_1_grt: wbs_adr_i[24] / config_en / 2.96 / 5
6_report: wbs_adr_i[3] / config_en / 3.17 / 5
## final cells by class
| class | instances | area [um2] | share of cell area, % |
|---|---|---|---|
| Timing Repair Buffer | 202 | 2010 | 39.7 |
| Sequential cell | 63 | 1260 | 24.9 |
| Multi-Input combinational cell | 226 | 1230 | 24.4 |
| Clock buffer | 11 | 243 | 4.79 |
| Tap cell | 180 | 225 | 4.45 |
| Clock inverter | 4 | 70.1 | 1.38 |
| Inverter | 5 | 18.8 | 0.371 |
Power is estimated from default activity; no workload was simulated.
