==> design/flow/config.mk <==
export PLATFORM = sky130hd
export DESIGN_NAME = controller
export DESIGN_NICKNAME = controller
export VERILOG_FILES = /design/flow/design.v
export SDC_FILE = /design/flow/constraint.sdc
export NUM_CORES = 4
export LEC_CHECK = 1
export CORE_UTILIZATION = 50
==> design/flow/design.v <==
module controller
#(
    parameter PLAINTEXT_MODULUS = 64,
    parameter PLAINTEXT_WIDTH = 6,
    parameter CIPHERTEXT_MODULUS = 1024,
    parameter CIPHERTEXT_WIDTH = 10,
    parameter DIMENSION = 10,
    parameter BIG_N = 30,
    parameter DIM_WIDTH = 4,
    parameter ADDR_WIDTH = 10,
    parameter PARALLEL = 1
)
(
    input clk,
    input rst_n,
    input [1:0] opcode,
    input config_en,
    input [ADDR_WIDTH-1:0] op1_base_addr,
    input [ADDR_WIDTH-1:0] op2_base_addr,
    input [ADDR_WIDTH-1:0] out_base_addr,
    output reg [1:0] opcode_out,
    output reg [ADDR_WIDTH-1:0] op1_addr,
    output reg [ADDR_WIDTH-1:0] op2_addr,
    output reg [ADDR_WIDTH-1:0] out_addr,
    output reg op_select,
    output reg en,
    output reg done,
    output reg [DIM_WIDTH:0] row
);
    reg [ADDR_WIDTH-1:0] op1_base_addr_stored;
    reg [ADDR_WIDTH-1:0] op2_base_addr_stored;
    reg [ADDR_WIDTH-1:0] out_base_addr_stored;
    reg [DIM_WIDTH-1:0] col;  
    always_ff @(posedge clk) begin
        if (en) begin
            case (opcode_out)
                2'b00: begin
                    if (row > DIMENSION && col > 0) begin
                        en <= 0;
                        done <= 1;
                        row <= 0;
                        col <= 0;
                        out_addr <= out_addr + 1;
                    end else if (row != 0 && col == 0) begin
                        op1_addr <= op1_addr + 1;
                        op2_addr <= op2_addr + 1;
                        out_addr <= out_addr + 1;
                        col <= col + 2;
                    end else if (col + 1 < BIG_N) begin
                        op1_addr <= op1_addr + 1;
                        op2_addr <= op2_addr + 1;
                        col <= col + 2;
                    end else if (col + 1 >= BIG_N) begin
                        op1_addr <= op1_addr + 1;
                        op2_addr <= op2_addr + 1;
                        row <= row + 1;
                        col <= 0;
                    end else begin
                        en <= 0;
                        done <= 1;
                    end
                end
                2'b01: begin
                    if (op1_addr <= op1_base_addr_stored + DIMENSION/PARALLEL) begin
                        op1_addr <= op1_addr + 1;
                        op2_addr <= op2_addr + 1;
                        row <= row + 1;
                    end else begin
                        en <= 0;
                        done <= 1;
                    end
                end
                2'b10: begin
                    if (op1_addr <= op1_base_addr_stored + DIMENSION/PARALLEL) begin
                        op1_addr <= op1_addr + 1;
                        op2_addr <= op2_addr + 1;
                        out_addr <= out_addr + 1;
                    end else begin
                        en <= 0;
                        done <= 1;
                    end
                end
                2'b11: begin
                    if (op1_addr < op1_base_addr_stored + DIMENSION/PARALLEL) begin
                        op1_addr <= op1_addr + 1;
                        row <= row + 1;
                    end else if (op_select != 1 && !done) begin
                        row <= 0;
                        op_select <= 1;
                    end else if (op2_addr < op2_base_addr_stored + DIMENSION/PARALLEL) begin
                        op2_addr <= op2_addr + 1;
                        out_addr <= out_addr + 1;  
                        row <= row + 1;
                        op_select <= 1;
                    end else if (op2_addr == op2_base_addr_stored + DIMENSION/PARALLEL) begin
                        op2_addr <= op2_addr + 1;
                        out_addr <= out_addr + 1;  
                        row <= row + 1;
                        op_select <= 0;
                        done <= 1;
                    end else if (row <= 2*DIMENSION/PARALLEL) begin
                        out_addr <= out_addr + 1;  
                        row <= row + 1;
                    end else begin
                        en <= 0;
                        done <= 1;
                    end
                end
            endcase
        end
        if (!en && !done && !config_en) begin
            en <= 1;
        end
        if (config_en) begin
            opcode_out <= opcode;
            op1_addr <= op1_base_addr;
            op2_addr <= op2_base_addr;
            out_addr <= out_base_addr;
            op1_base_addr_stored <= op1_base_addr;
            op2_base_addr_stored <= op2_base_addr;
            out_base_addr_stored <= out_base_addr;
            en <= 0;
            done <= 0;
            row <= 0;
            col <= 0;
        end
        if (!rst_n) begin
            opcode_out <= 0;
            op1_addr <= 0;
            op2_addr <= 0;
            out_addr <= 0;
            op1_base_addr_stored <= 0;
            op2_base_addr_stored <= 0;
            out_base_addr_stored <= 0;
            op_select <= 0;
            en <= 0;
            row <= 0;
            col <= 0;
        end
    end
endmodule
==> design/flow/run.sh <==
#!/bin/bash
# OpenROAD 26Q1-2900-gdf79404cd8, Yosys 0.63+post, stock flow scripts
make -C /OpenROAD-flow-scripts/flow DESIGN_CONFIG=/design/flow/config.mk WORK_HOME=/design/flow/orfs finish
==> design/flow/constraint.sdc <==
current_design controller

set clk_period 4.0
set clk_io_pct 0.2

create_clock -name clk0 -period $clk_period [get_ports {clk}]

set non_clock_inputs [all_inputs -no_clocks]
set_input_delay [expr $clk_period * $clk_io_pct] -clock clk0 $non_clock_inputs
set_output_delay [expr $clk_period * $clk_io_pct] -clock clk0 [all_outputs]
==> CHANGELOG.md <==
## Flow update

- Status: complete, no violations
- Placer Congestion: 0.9240
- Minimum setup slack after placement: 0.6450 ns
- Gr ovfl total: 0
- Total number of vias: 3729
- CP Buf/Inv Count: 0
- Clk ins delay skew pair: 0.35 ns
- Ys async rst share: 0%
- Vias/cell: 5.764
- Reg2Reg Setup Slack: 0.57 ns
- Critical path data required time: 4.27 ns
- Total Power: 0.001683 W
- Final slew viol count: 0
- Mean post-synth cell area: 8.692 um2
- Hold worst-path end: col[3]
- Final TNS setup: 0 ns
- Worst EP arrival: 3.70 ns
- Top_reg_cell synth: dfxtp_1
- Unique cell types: 57
- CP Capture Type: register
- Worst Hold Class: register to register
- Area added between synthesis and finish: 24.77%
- Std cell rows: 32
- Yosys Chip Area: 4111 um2
- Post-CTS Setup Inserts: 0
- Die W: 92.68 um
- Overall Global Routing Usage: 24.61%
- CP top delay family: simple AND/OR/NAND/NOR gates
- CTS Buf Count: 9
- Final Worst Setup Slack: 0.5745 ns
- Die ar.: 8590 um2
- Final Skew: 0.01093 ns
- Crit-path cells: ha_1, nor2_1, nor3b_1, xnor2_1, ha_1, nand4_1, nor3_1, nor3b_1, a21oi_2, nand4_2, or3_1, a31oi_1
- # setup viols final: 0
- LEAKAGE: 1.986 nW
- R2R depth: 12
- Setup crit start: op2_base_addr_stored[1]
- Mapped cell area: 4111 um2
- FILL cells: 666
- Synth Seq Share: 30.68%
- Antenna violations before repair: 0
- Final Hold Vio Count: 0
- DRT Pass-1 Iters: 4
- Die height: 92.68 um
- Fmax: 291.9 MHz
- Fin crit share: 85.64%
- DPL Wire Length: 7085 um
- CP Max Fanout: 8
- Top-Level Pins: 75
- # Cells Yosys: 473
- # resized after CTS: 0
- Max VDD drop: 229.2 uV
- Max_cap viols: 0
- First-pass GRT wire length: 16560 um
- Core ar.: 7848 um2
- Port bufs: 74
- Mapped Cells: 473
- Layout cells sized above 1: 6.606%
- Slew HR: 49.67%
- Tool warnings: 35
- WL per Instance: 15.28 um
- FF-to-FF Start: op2_base_addr_stored[1]
- Sink Count: 63
- CP max stage cell: nor3_1
- CTS Root Buffer Type: clkbuf_8
- CP startpoint kind: register
- CTS tree: done
- WHS: 0.4906 ns
- Post-cts hold buffer count: 0
- Hold depth: 2
- Worst r2r dst: op2_addr[7]
- RSZ-0062 raised after global routing: false
- Power Density: 328.0 nW/um2
- Flip-flops with a built-in enable: 0
- Synthesis Warnings: 1
- Max incr delay on CP: 0.52 ns
- Antenna-violating nets left: 0
- DRC Markers: 0
- Post-layout util: 65.37%
- CTS Buffer Depth: 2
- Fp util: 52.39%
- Hold Crit Start: col[3]
- Yosys reg bits: 63
- CP Class: register to register
- Antenna cell count: 0
- Most numerous logic cell after layout: clkdlybuf4s50_1
- Most numerous logic cells after layout: clkdlybuf4s50_1, dfxtp_1, o21ai_0
- Min cycle time layout: 3.425 ns
- Drt total wl: 9888 um
- Vias in the first global route: 3486
- Worst Tran Pin Value: 0.7526 ns
- H-tree levels: 3
- DR iter-0 viols: 125
- Clock slew at reported path FFs: 0.08 ns
- Pin count of the biggest net entering global routing: 51
==> state kept, by name (all words and copies together), names as in the netlist <==
name and flops:
done 1, op1_addr 10, out_addr 10, en 1
op2_base_addr_stored 10, op1_base_addr_stored 10, col 3, op2_addr 10
opcode_out 2, op_select 1, row 5
==> routing by layer <==
layer	share of wire, %	vias up	routed length (um)	track usage, %
li1	-	1876	-	-
met1	49	1727	4843	38.29
met2	44	117	4349	38.02
met3	6.0	9	591	4.094
met4	1.1	0	104	2.821
met5	0	-	0	0
==> synth_stat cells (all sizes together), types with 3 or more instances <==
master   number  area share [%]
buf           4            0.82
nor3         10             1.6
o21ai        37             4.5
a21boi        6             1.1
clkbuf       17             1.6
inv          22             2.0
mux2i        25             6.1
nand2b        4            0.61
o311a         3            0.73
nor3b         4            0.73
or3           5            0.88
nand2        22             2.0
ha           36              11
xnor2        18             3.8
dfxtp        63              31
nor2         23             2.1
xor2         12             2.6
and4          6             1.4
a211oi        6             1.1
nand3        16             1.9
nand4        19             3.0
a31oi         5            0.76
nor2b        24             3.7
o211ai        3            0.55
and3         11             1.7
o2111ai       4            0.85
a21oi        30             3.8
a21o          8             1.5
==> report_power, final <==
| part | total, W | switching, W | internal (W) | leakage, nW |
|---|---|---|---|---|
| clock | 0.000641 | 0.000270 | 0.000371 | 0.109 |
| sequential | 0.000717 | 0.0000520 | 0.000665 | 0.520 |
| combinational | 0.000324 | 0.000150 | 0.000174 | 1.36 |
| total | 0.00168 | 0.000472 | 0.00121 | 1.99 |
==> metrics by stage <==
stage	area, um2	cells
2_1_floorplan	4111	473
3_3_place_gp	4900	631
4_1_cts	5130	647
6_report	5130	647
3_5_place_dp	4900	631
5_1_grt	5130	647
==> cell type report <==
| cell class | instances | area, um2 | share of cell area (%) |
|---|---|---|---|
| multi-input cells | 367 | 2670 | 52.05 |
| flip-flops and latches | 63 | 1261 | 24.59 |
| repair buffers | 77 | 758.2 | 14.78 |
| clock buffers | 10 | 137.6 | 2.683 |
| well taps | 102 | 127.6 | 2.488 |
| clock inverters | 6 | 92.59 | 1.805 |
| inverters | 22 | 82.58 | 1.610 |
==> how the worst max path moves through the flow <==
stage	to	slack, ns	cells after the start
after CTS	op2_addr[7]	0.62	12
after global routing	op2_addr[7]	0.20	12
final	op2_addr[7]	0.57	12
==> cells by family after synthesis <==
family / synth area share [%]
multiplexers: 6.086
buffers and inverters: 4.382
AND/OR/NAND/NOR: 21.88
adder cells (fa/ha/maj): 10.96
XOR/XNOR: 6.391
flip-flops: 30.68
AND-OR/OR-AND: 19.63
==> worst reg2reg max path, cell delays in order, from the launching register on <==
cell     delay [ns]
dfxtp_1        0.40
ha_1           0.25
nor2_1         0.08
nor3b_1        0.27
xnor2_1        0.11
ha_1           0.33
nand4_1        0.10
nor3_1         0.52
nor3b_1        0.17
a21oi_2        0.32
nand4_2        0.25
or3_1          0.41
a31oi_1        0.15
Power is estimated from default activity; no workload was simulated.
